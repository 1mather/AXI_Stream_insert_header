## flow/config.mk

```make
export PLATFORM = sky130hd
export DESIGN_NAME = axi_stream_insert_header
export DESIGN_NICKNAME = axi_stream_insert_header
export VERILOG_FILES = /design/flow/design.v
export SDC_FILE = /design/flow/constraint.sdc
export NUM_CORES = 4
export LEC_CHECK = 1
export CORE_UTILIZATION = 40
```

## flow/constraint.sdc

```tcl
current_design axi_stream_insert_header

set clk_period 11.8
set clk_io_pct 0.2

create_clock -name clk0 -period $clk_period [get_ports {clk}]

set non_clock_inputs [all_inputs -no_clocks]
set_input_delay [expr $clk_period * $clk_io_pct] -clock clk0 $non_clock_inputs
set_output_delay [expr $clk_period * $clk_io_pct] -clock clk0 [all_outputs]
```

## flow/design.v

```verilog
`timescale 1ns / 1ps
module axi_stream_insert_header#(
		parameter 					DATA_WD=32,
		parameter 					DATA_BYTE_WD=DATA_WD/8,
		parameter 					BYTE_CNT_WD=$clog2(DATA_BYTE_WD)
    )(
		input clk,
		input rst_n,
		input 						valid_in,
		input [DATA_WD-1:0] 		data_in,
		input [DATA_BYTE_WD-1:0] 	keep_in,
		input 						las_in,
		output 						ready_in,        
		output						valid_out,    	 
		output [DATA_WD-1:0] 		data_out,		 
		output [DATA_BYTE_WD-1:0] 	keep_out,		 
		output						last_out,		 
		input						ready_out,		
		input 						valid_insert,
		input [DATA_WD-1:0]			data_insert,
		input [DATA_BYTE_WD-1:0]	keep_insert,
		input [BYTE_CNT_WD:0]		byte_insert_cnt,
		output						ready_insert	 
	);
	reg						r_ready_in;	
	reg						r_ready_insert;
	reg [DATA_WD-1:0] 		r_data_out;
	reg [DATA_BYTE_WD-1:0] 	r_keep_out;
	reg						r_last_out;		
    reg 					  r_valid_out;
    reg  						las_in_delay_1;
	reg [DATA_WD-1:0]			data_in_delay_1;   
	reg [DATA_BYTE_WD-1:0]  	keep_in_delay_1;  	
	reg  						las_in_delay;
	reg [DATA_WD-1:0]			data_in_delay;    
	reg [DATA_BYTE_WD-1:0]  	keep_in_delay;   
	reg      				count;           
	reg                   compens;      
	assign valid_out 	=	r_valid_out;
	assign data_out  	=	r_data_out;
	assign keep_out  	=	r_keep_out;
	assign last_out 	=	r_last_out;
	assign ready_insert	=	r_ready_insert;
	assign ready_in 	=	r_ready_in;
		always@(posedge clk)begin
		if (!rst_n||count) 
		  begin
			r_ready_insert<='d0;
		  end
		else if(valid_insert)
		  begin
			r_ready_insert<='d1;
		  end
		else
		begin
			r_ready_insert<='d0;
	   end
	   end
		always @ (posedge clk)
	begin
		if(!rst_n||las_in) 
		  begin
			r_ready_in='d0;
		  end
		else if(valid_in)
		  begin
			r_ready_in='d1;
		  end
		else
			r_ready_in='d0;
	end	
always @(posedge clk)
begin
    if(!rst_n)
        begin
            r_valid_out<=0;
        end
     else if (valid_in&valid_insert)
         begin
            r_valid_out<=1;
         end
      else
            r_valid_out<=0;
end
	always @(posedge clk)                                                                  
	begin                                                                                          
	  if (!rst_n)                                                                         
	    begin                                                                                      
            r_data_out <=0;
			count<=0;
			r_keep_out<=0;
			r_last_out<=0;
			compens<=0;
	    end   
	  else if(r_valid_out&ready_out&~las_in&~count&~compens)		 
		begin
		          r_last_out<=0;
				case (byte_insert_cnt)
				1: r_data_out <= {data_in[23:0], data_insert[31:24]};
				2: r_data_out <= {data_in[15:0], data_insert[31:16]};
				3: r_data_out <= {data_in[7:0], data_insert[31:8]};
				4: r_data_out <= data_insert;
			endcase	
			count=~count;								 
	    end
	   else if (r_valid_out&ready_out&~las_in&~compens)			 
	     begin
			case (byte_insert_cnt)
				1: r_data_out <= {data_in[23:0], data_in_delay[31:24]};
				2: r_data_out <= {data_in[15:0], data_in_delay[31:16]};
				3: r_data_out <= {data_in[7:0], data_in_delay[31:8]};
				4: r_data_out <= data_in_delay;
			endcase	
		 end
	   else if (r_valid_out&ready_out&las_in&~compens)             
	     begin
			case (byte_insert_cnt)
				1: case (keep_in)
						4'b1111:begin
						r_data_out 		<= {data_in[23:0], data_in_delay[31:24]}; 
						compens<=1;						
						end
						4'b1110:begin
						r_data_out 		<= {data_in[23:0], data_in_delay[31:24]}; 
						count			<=0;
						r_keep_out		<=4'b1111;
						r_last_out		<=1'b1;
						end
						4'b1100:begin
						r_data_out 		<= {{8{1'b0}}, data_in[15:0],data_in_delay[31:24]}; 
						count			<=0;
						r_keep_out		<=4'b1110;
						r_last_out		<=1'b1;
						end
						4'b1000:begin
						r_data_out 		<= {{16{1'b0}}, data_in[7:0],data_in_delay[31:24]};   
						count			<=0;
						r_keep_out		<=4'b1100;
						r_last_out		<=1'b1;
						end
					endcase
				2: case (keep_in)
						4'b1111:begin
						r_data_out 		<= {data_in[15:0], data_in_delay[31:16]};  
						compens<=1;	
						end
						4'b1110:begin
						r_data_out 		<= {data_in[15:0], data_in_delay[31:16]};  
						compens<=1;	
						end
						4'b1100:begin
						r_data_out 		<= {data_in[15:0], data_in_delay[31:16]};  
						count			<=0;
						r_keep_out		<=4'b1111;
						r_last_out		<=1'b1;
						end
						4'b1000:begin
						r_data_out 		<= {{8{1'b0}}, data_in[7:0],data_in_delay[31:16]};  
						count			<=0;
						r_keep_out		<=4'b1110;
						r_last_out		<=1'b1;
						end
					endcase
				3: case (keep_in)
						4'b1111:begin
						r_data_out 		<= { data_in[7:0], data_in_delay[31:8]};  
						compens<=1;	
						end
						4'b1110:begin
						r_data_out 		<= {data_in[7:0], data_in_delay[31:8]};  
						compens<=1;	
						end
						4'b1100:begin
						r_data_out 		<= {data_in[7:0], data_in_delay[31:8]};  
						compens<=1;	
						end
						4'b1000:begin
						r_data_out 		<= {data_in[7:0], data_in_delay[31:8]};  
						count			<=0;
						r_keep_out		<=4'b1110;
						r_last_out		<=1'b1;
						end
					endcase
				4:  begin
						r_data_out 		<= data_in_delay;  
						compens<=1;	
						end
			endcase	
		 end	
	   else if (r_valid_out&ready_out&las_in_delay&compens)   
		begin	 
				count<=0;
				compens<=0;
				case (byte_insert_cnt)
					1: case (keep_in_delay)
							4'b1111:begin
							r_data_out 		<= {{24{1'b0}},data_in[31:24]};  
							r_keep_out		<=4'b1000;
							r_last_out		<=1'b1;
							end
						endcase
					2: case (keep_in_delay)
							4'b1111:begin
							r_data_out 		<= {{16{1'b0}},data_in[31:16]}; 
							r_keep_out		<=4'b1100;
							r_last_out		<=1'b1;
							end
							4'b1110:begin
							r_data_out 		<= { {24{1'b0}},data_in[23:16]};
							r_keep_out		<=4'b1000;
							r_last_out		<=1'b1;
							end
						endcase
					3: case (keep_in_delay)
							4'b1111:begin
							r_data_out 		<= {{8{1'b0}}, data_in[31:8]};
							r_keep_out		<=4'b1110;
							r_last_out		<=1'b1;
							end
							4'b1110:begin
							r_data_out 		<= { {16{1'b0}}, data_in[23:8]};
							r_keep_out		<=4'b1100;
							r_last_out		<=1'b1;
							end
							4'b1100:begin
							r_data_out 		<= {{24{1'b0}}, data_in[15:8]}; 
							r_keep_out		<=4'b1000;
							r_last_out		<=1'b1;
							end
						endcase
					4: case (keep_in_delay)
							4'b1111:begin
							r_data_out 		<= data_in;  
							r_keep_out		<=4'b1111;
							r_last_out		<=1'b1;
							end
							4'b1110:begin
							r_data_out 		<= {{8{1'b0}},data_in[23:0]};  
							r_keep_out		<=4'b1110;
							r_last_out		<=1'b1;
							end
							4'b1100:begin
							r_data_out 		<= {{16{1'b0}},data_in[15:0]};  
							r_keep_out		<=4'b1100;
							r_last_out		<=1'b1;
							end
							4'b1000:begin
							r_data_out 		<= {{24{1'b0}},data_in[7:0]};  
							r_keep_out		<=4'b1000;
							r_keep_out		<=4'b1000;
							r_last_out		<=1'b1;
							end
						endcase
				endcase	
		end	
	end
	always @(posedge clk)                                                                  
	begin                                                                                          
	  if (!rst_n)                                                                         
	    begin
	     data_in_delay_1 <=0;                                                                                      
		  data_in_delay <=0;
	    end                                                                                        
	  else                                                                                         
	    begin                                                                                      
		  data_in_delay_1	<=data_in;
		   data_in_delay    <=data_in;	  
	    end                                                                                        
	end  
	always @(posedge clk)                                                                  
	begin                                                                                          
	  if (!rst_n)                                                                         
	    begin                                                                                      
	      keep_in_delay_1 <= 0;                                                               
          keep_in_delay <= 0;                                                      
	    end                                                                                        
	  else                                                                                         
	    begin                                                                                      
	      keep_in_delay_1 <= keep_in;                                                        
           keep_in_delay <= keep_in;                                                  
	    end                                                                                        
	end 
	always @(posedge clk)                                                                  
	begin                                                                                          
	  if (!rst_n)                                                                         
	    begin                                                                                      
	      las_in_delay_1 <= 1'b0;                                                               
          las_in_delay <= 1'b0;                                                     
	    end                                                                                        
	  else                                                                                         
	    begin                                                                                      
	      las_in_delay_1 <= las_in;                                                        
          las_in_delay <=  las_in;                                               
	    end                                                                                        
	end 
endmodule
```

## flow/run.sh

```bash
#!/bin/bash
# OpenROAD 26Q1-2900-gdf79404cd8, Yosys 0.63+post, stock flow scripts
make -C /OpenROAD-flow-scripts/flow DESIGN_CONFIG=/design/flow/config.mk WORK_HOME=/design/flow/orfs finish
```

==> impl_metrics.json <==
{
  "status": "finished, final reports clean",
  "ioPinCount": 121,
  "diodes": 0,
  "grt_pass1_wl_um": 37870,
  "cts_max_level": 3,
  "end_kind": "register",
  "vias_per_cell": 6.789,
  "adder_share_pct": 0,
  "syn_avg_cell_area_sq_um": 8.262,
  "routed_wirelength_um": 25080,
  "drv_slew": 0,
  "edf_count": 0,
  "fmax_mhz": 186.9,
  "area_leaders": "dfxtp_1 (27%), o211ai_1 (4.9%), and2_1 (4.7%), a21oi_1 (4.2%), nand3_1 (3.6%)",
  "synth_cell_types": 76,
  "cts_tree": "built",
  "timing.final.hold_violations": 0,
  "hp-start": "r_keep_out[3]",
  "fin_util_pct": 51.30,
  "layout_top_cell": "clkdlybuf4s50_1",
  "ys_sh_simple_pct": 27.43,
  "p_total_uw": 719.3,
  "skew_ns": 0.007767,
  "required_ns": 12.05,
  "r2r-end": "r_data_out[12]",
  "dp.final_hpwl_um": 16060,
  "drtIter0Drc": 677,
  "cap_violations": 0,
  "rows": 43,
  "portBuffers": 116,
  "fin_cells": 954,
  "synth_flops": 79,
  "cts_made_buffers": 9,
  "hold_path_end": "r_keep_out[3]",
  "drive_above_1_share_pct": 10.47,
  "syn_area_sq_um": 5833,
  "clock_sinks": 79,
  "reg2regPathDepth": 6,
  "syn_inst": 706,
  "fp.dieH_um": 122.8,
  "holdPathStages": 1,
  "period_minus_slack_ns": 5.349,
  "clk_latency_ns": 0.35,
  "postCtsHoldBufs": 0,
  "warnings": 29,
  "lay_top_cells": "clkdlybuf4s50_1 (114), dfxtp_1 (79), a21oi_1 (49), and2_1 (44), nand3_1 (42)",
  "antenna_left": 0,
  "ys_warn_count": 1,
  "core_area_sq_um": 14040,
  "rsz0062_at_grt": "false",
  "num_vias": 6477,
  "finalSetupViolations": 0,
  "die_x_um": 122.8,
  "placed_cells": 938,
  "top_area_share_pct": 27.11,
  "slowest_delay_ns": 0.62,
  "synthAoiAreaFrac_pct": 34.19,
  "gr-usage-all-layers_pct": 35.14,
  "start_kind": "input port",
  "async_flop_share_pct": 0,
  "yosys_area_sq_um": 5833,
  "slowest_stage": "a21oi_2",
  "peakVddDrop_uv": 64.78,
  "worstReg2RegStart": "compens",
  "cts_buffer_depth": 2,
  "wl_per_cell_um": 26.29,
  "synthTopLogicFamily": "AND-OR/OR-AND gates",
  "grt-ovfl-total": 0,
  "rrSetupSlack_ns": 9.21,
  "maxSlewHeadroom_pct": 36.28,
  "postCtsSetupRepairBufs": 0,
  "nFillCells": 1287,
  "synth.largest_area_cell": "dfxtp_1",
  "fin_setup_tns_ns": 0,
  "worst_pin_slew_ns": 0.9529,
  "grt_max_degree": 63,
  "critPathKind": "input port to register",
  "xor_share_pct": 0.1502,
  "antenna_found_initial": 0,
  "fin_crit_sh_pct": 45.33,
  "hp-class": "register to register",
  "initCoreUtil_pct": 41.54,
  "p_leak_nw": 2.330,
  "cts-root-buf": "clkbuf_16",
  "ys_cells": 706,
  "synth_seq_share_pct": 27.11,
  "dr.pass1.iters": 5,
  "dieArea_sq_um": 15070,
  "path_max_fanout": 50,
  "cts_resized": 0,
  "cpMostUsedCell": "buf_4",
  "cp_data_arrival_time_ns": 5.60,
  "post-route-drc-count": 0,
  "ys_sh_mux_pct": 3.239,
  "area_growth_pct": 23.49,
  "cts.clk_slew.worst_paths_ns": 0.06,
  "path_cells": "clkdlybuf4s50_1 > buf_4 > nor3b_4 > buf_4 > a21oi_1 > a21oi_2 > buf_4 > nand3_1 > o32ai_1",
  "p_per_area_nw_per_um2": 99.85,
  "place.gp.congestion": 0.9040,
  "grt_pass1_vias": 6210,
  "ff_type": "dfxtp_1"
}
[worst max-delay path, delay by kind of cell]
kind	cells	cell delay (ns)
buf+inv	4	1.69
compound gates	3	1.06
simple gates	2	0.44
[layout make-up]
cell class | count | area, sq um | area share [%]
Timing Repair Buffer | 137 | 1309 | 18.17
Multi-Input combinational cell | 541 | 3792 | 52.65
Tap cell | 180 | 225.2 | 3.127
Sequential cell | 79 | 1582 | 21.96
Inverter | 1 | 3.754 | 0.05211
Clock buffer | 12 | 246.5 | 3.422
Clock inverter | 4 | 45.04 | 0.6253
[registers in the layout (all words and copies together) (netlist names)]
signal          cells
compens             1
count               1
data_in_delay      32
keep_in_delay       4
las_in_delay        1
r_data_out         32
r_keep_out          4
r_last_out          1
r_ready_in          1
r_ready_insert      1
r_valid_out         1
[layer usage]
layer | part of all wire, % | wire length (um) | global-route usage [%] | vias to the layer above
met5 | 0 | 0 | 0 | -
met4 | 5.7 | 1428 | 17.84 | 0
met3 | 8.5 | 2136 | 5.835 | 77
met2 | 47 | 11780 | 56.18 | 401
met1 | 39 | 9731 | 46.06 | 3079
li1 | - | - | - | 2920
[cells in the mapped netlist, types with 3 or more instances]
master     instances
nand4_1           11
a221oi_1          16
nand2_1           37
nor2_1            25
a2111oi_0          8
buf_4             12
nor4bb_1           8
buf_6              7
nand2b_1           3
a211oi_1           9
and4bb_2           8
mux2_2             7
or3b_1             3
o22ai_1           10
nor3_1            10
o211ai_1          38
o22a_1            10
nor2b_1            3
nand3_1           42
dfxtp_1           79
a31oi_1            6
nor4_1             8
and4b_1           10
a311oi_1           9
buf_1              5
a222oi_1           4
or4b_2             4
a22oi_1           14
a21oi_1           49
and3_1             9
nand3b_1          12
buf_2             31
a221o_1            8
and2_1            44
nor2_2             3
or2_2              3
mux2i_1           11
clkbuf_1          30
a21o_1             6
nand4bb_1          3
o21ai_0           26
a32oi_1           12
o32ai_1            3
o221a_2            5
o221ai_1           6
[cell families (layout without fill, tap and decap cells)]
kind of cell / Yosys count / in the layout
muxes: 18 / 18
and+or+nand+nor: 257 / 257
buffers and inverters: 86 / 154
xor gates and xnor gates: 1 / 1
AOI/OAI and AO/OA: 265 / 265
DFF: 79 / 79
[report_power, final]
group	switching (mW)	leakage, nW	internal (mW)	total [mW]
logic	0.0909	1.54	0.0646	0.156
registers	0.00658	0.648	0.275	0.282
clock network	0.113	0.146	0.169	0.282
total	0.210	2.33	0.509	0.719
[stage by stage]
step	area, sq um	hold slack [ns]	worst slack, ns
after CTS	7203	0.4692	6.557
after floorplan	5833	0.4180	7.891
after detailed placement	6912	0.4546	6.200
final	7203	0.4630	6.451
after global routing	7203	0.4931	6.347
after global placement	6912	0.4473	6.172
[worst max-delay path by stage]
stage | start | end | slack (ns)
4_1_cts | byte_insert_cnt[2] | r_data_out[12] | 6.56
6_report | byte_insert_cnt[2] | r_data_out[12] | 6.45
5_1_grt | byte_insert_cnt[2] | r_data_out[12] | 6.35
Power and IR drop assume default switching activity.
